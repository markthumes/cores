## /design/flow/design.v

```verilog
module single_port_ram_inferred #(
	parameter WIDTH = 8,
	parameter DEPTH = 10
)(
	input wire clock,
	input wire we,
	input wire [$clog2(DEPTH)-1:0] address,
	input wire [WIDTH-1:0] data,
	output wire [WIDTH-1:0] Q
);
	reg [WIDTH-1:0] storage [0:DEPTH-1];
	genvar i;
	generate
		for( i = 0; i < DEPTH; i=i+1 ) begin
			initial storage[i] = 8'd0;
		end
	endgenerate
	assign Q = storage[address];
	always @(posedge clock) begin
		if( we ) begin
			storage[address] <= data;
		end
	end
endmodule
```

## /design/flow/constraint.sdc

```tcl
current_design single_port_ram_inferred

set clk_period 2.4
set clk_io_pct 0.2

create_clock -name clk0 -period $clk_period [get_ports {clock}]

set non_clock_inputs [all_inputs -no_clocks]
set_input_delay [expr $clk_period * $clk_io_pct] -clock clk0 $non_clock_inputs
set_output_delay [expr $clk_period * $clk_io_pct] -clock clk0 [all_outputs]
```

## /design/flow/run.sh

```bash
#!/bin/bash
# OpenROAD 26Q1-2900-gdf79404cd8, Yosys 0.63+post, stock flow scripts
make -C /OpenROAD-flow-scripts/flow DESIGN_CONFIG=/design/flow/config.mk WORK_HOME=/design/flow/orfs finish
```

## /design/flow/config.mk

```make
export PLATFORM = sky130hd
export DESIGN_NAME = single_port_ram_inferred
export DESIGN_NICKNAME = single_port_ram_inferred
export VERILOG_FILES = /design/flow/design.v
export SDC_FILE = /design/flow/constraint.sdc
export NUM_CORES = 4
export LEC_CHECK = 1
export CORE_UTILIZATION = 40
```

==> GITHUB_STEP_SUMMARY <==
## PnR job results

| Metric | Value |
|---|---|
| Core Density at Floorplan | 0.411 |
| TritonCTS clock tree | done |
| Count of fill cells added during filler insertion | about 620 |
| Slew margin rel. | 0.725 |
| Remaining number of nets flagged by the antenna check after routing | 0 |
| Share of async-settable or async-resettable flops after synthesis | 0 |
| Worst setup path category | input pin to output pin |
| Total power divided by cell area | 703 mW/mm^2 |
| Number of standard cells after synthesis | 163 |
| DPL Wire Length | approximately 3.8 mm |
| Sinks on the clock net | 80 |
| Area share, top type | 0.760 |
| Via count of the first global-routing pass | 1840 |
| Yosys cell count | about 160 |
| Layout cell share with drive strength beyond 1 | 0.386 |
| Average cell area after synthesis | 19.4 sq um |
| Register bank with the most flops | storage |
| Number of flip-flops in the largest register | 80 |
| Registers, synthesis | 80 |
| Remaining routing DRC violations | 0 |
| Die span in y | 90.9 um |
| Count of input and output buffers | 21 |
| Largest fanout of any net on the critical path | 7 |
| Hold Path Depth | 4 |
| Synthesis-to-finish area growth | 25.1% |
| First-pass GRT wire length | 9.47 mm |
| Number of flops mapped to enable cells by yosys | 80 |
| Clock Tree Root | sky130_fd_sc_hd__clkbuf_8 |
| Required time reported for the critical path endpoint | 1.92 ns |
| Number of hold buffers added after cts | 0 |
| Detailed-route wire length per cell | 18.5 um |
| Drt via density | between 5 and 6 |
| Number of warnings in the stage logs | 26 |
| Worst Tran Pin Value | 0.411 ns |
| Post-route non-filler standard cell count | 317 |
| Total die size | 0.00826 sq mm |
| Lkg Pwr | around 1.4 nW |
| Clock transition at the register clock pins on the worst setup and hold paths after CTS | ~0.08 ns |
| Max Clk Rate | around 420 MHz |
| Final period util | 0.989 |
| Die X-Extent | 90.9 um |
| Largest registers ranked by flip-flop count | storage: 80 flops |
| Tally of max-capacitance violations | 0 |
| Antenna Cells | 0 |
| Cell taking the most area after synthesis | sky130_fd_sc_hd__edfxtp_1 |
| Run status | completed |
| Row cnt | 32 |
| Summed instance area of the synthesized netlist | between 0.003 and 0.004 sq mm |
| Setup-failing EPs final | 0 |
| Final global-route overflow total | 0 |
| Count of routing violations after the opening detailed-route iteration | ~120 |
| Final routed wirelength across all metal layers | 5.85 mm |
| CTS Buf Count | 9 |
| Total Routing Usage GR | 0.167 |
| Dominant flop cell | sky130_fd_sc_hd__edfxtp_1 |
| Most used standard cells in the synthesized netlist | 80 x sky130_fd_sc_hd__edfxtp_1, 24 x sky130_fd_sc_hd__mux2_2, 16 x sky130_fd_sc_hd__a22oi_1 |
| Fin. max-slew vios | 0 |
| Initial antenna violation count | 0 |
| Unrepaired setup endpoints after global routing | yes |
| Distinct lib cells | 17 |
| Inst Count DP | 300 |
| CTS max path bufs | 2 |
| Peak supply drop | approximately 0.39 mV |
| Min-Delay Endpoint | storage[8][6]$_DFFE_PP_ |
| I/O pin cnt | 22 |
| Number of iterations in the first detailed-routing pass | 4 |
| Placeable core area | 0.00769 sq mm |
| Shortest clock period the worst path allows after layout | ~2.4 ns |
| Most instantiated library cell after synthesis | sky130_fd_sc_hd__edfxtp_1 |
| Sequential cell area fraction in the yosys report | 0.760 |
| Count of H-tree levels built during CTS | 3 |
| Worst hold path startpoint | address[0] |
| Summed standard-cell area reported by yosys | 0.00316 sq mm |
| Total number of vias | 1655 |
| Final GP Congestion | 0.814 |
| Layout Cell Area excl Fill | between 0.003 and 0.004 sq mm |
| Pin count of the biggest net entering global routing | 22 |
| Final Hold Viols | 0 |
| Arrival time worst endpoint | around 1.9 ns |
| Worst Setup End Kind | output pin |
| Post-place instance area | 0.00362 sq mm |
| Main area contributors | sky130_fd_sc_hd__edfxtp_1 76%, sky130_fd_sc_hd__mux2_2 8.6%, sky130_fd_sc_hd__mux4_2 5.0% |
| Startpoint types | input pin |
| Tightest Hold Check Type | input pin to flip-flop |
| Yosys warning total | 1 |
[kinds of logic after synthesis]
family	after synthesis	share of synthesized area
AOI/OAI and AO/OA	16	0.0380
buffers and inverters	8	0.0166
DFF	80	0.760
muxes	32	0.144
and+or+nand+nor	27	0.0416
[final cells by class]
type	count	area (sq um)	share of cell area
flip-flops and latches	80	2400	0.608
multi-input cells	75	762	0.193
well taps	102	128	0.0323
clock buffers	10	128	0.0323
repair buffers	45	462	0.117
clock inverters	5	72.6	0.0184
[cells in the final DEF (no fill, tap or decap), drive strengths merged, types with 3 or more instances in the layout]
cell            n
a22oi          16
buf            25
clkbuf         10
clkdlybuf4s50  12
clkinv          3
dlymetal6s2s    5
edfxtp         80
mux2           24
mux4            8
nand2          10
nor2            8
nor3            3
[how the worst max path moves through the flow]
stage / slack, ns / endpoint / startpoint
CTS: 0.003 / Q[2] / storage[3][2]$_DFFE_PP_
finish: 0.03 / Q[4] / address[1]
global route: -0.07 / Q[4] / storage[1][4]$_DFFE_PP_
[repair_timing]
item                                    CTS  global route
pin swaps                                 2             7
buffers inserted                          1             0
endpoints found under the setup margin    8             8
resized                                  21            12
gates cloned                              1             0
[per-layer routing]
metal	vias to the layer above	part of all wire	global-route usage
met3	12	0.097	0.0891
li1	754	-	-
met4	0	0.028	0.0384
met1	807	0.44	0.267
met2	82	0.44	0.224
met5	-	0	0
[report_power, final]
group | internal, W | switching [W] | total (W)
clock network | 0.000571 | 0.000427 | 0.000998
registers | 0.00156 | 0.00000571 | 0.00157
logic | 0.000114 | 0.0000948 | 0.000209
total | 0.00225 | 0.000528 | 0.00278
[critical path, stage by stage]
cell and delay (ns):
sky130_fd_sc_hd__buf_2 0.13, sky130_fd_sc_hd__bufbuf_16 0.27, sky130_fd_sc_hd__and3b_1 0.20, sky130_fd_sc_hd__buf_6 0.14
sky130_fd_sc_hd__a22oi_2 0.20, sky130_fd_sc_hd__nand2_1 0.08, sky130_fd_sc_hd__clkdlybuf4s50_1 0.41
[metrics by stage]
step                       util  TNS, ns  worst slack (ns)  total power (W)  hold WS [ns]
final                     0.514        0            0.0262          0.00278         0.904
after global routing      0.514  -0.0662           -0.0662          0.00288         0.926
after CTS                 0.508        0           0.00329          0.00279         0.925
after detailed placement  0.471    -2.21            -0.356          0.00179          1.31
after global placement    0.471    -2.09            -0.305          0.00179          1.27
after floorplan               -        0             0.425          0.00169         0.579
Power is estimated from default activity; no workload was simulated.
