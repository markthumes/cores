==> ./design.v <==
module fifo #(
	parameter DATASIZE = 8,
	parameter ADDRSIZE = 4
)(
	output wire [DATASIZE-1:0] rdata,
	output wire                wfull,
	output wire                rempty,
	input  wire [DATASIZE-1:0] wdata,
	input  wire                winc,
	input  wire                wclk,
	input  wire                wrst_n,
	input  wire                rinc,
	input  wire                rclk,
	input  wire                rrst_n
);
	wire [ADDRSIZE-1:0] waddr;
	wire [ADDRSIZE-1:0] raddr;
	wire [ADDRSIZE:0] wptr;
	wire [ADDRSIZE:0] rptr;
	reg [ADDRSIZE:0] wq2_rptr = 0;
	reg [ADDRSIZE:0] rq2_wptr = 0;
	dpram #(DATASIZE, ADDRSIZE) dpram (
		.rdata(rdata),
		.wdata(wdata),
		.waddr(waddr),
		.raddr(raddr),
		.wclken(winc),
		.wfull(wfull),
		.wclk(wclk)
	);
	reg [ADDRSIZE:0] wq1_rptr = 0;
	always @(posedge wclk or negedge wrst_n) begin
		if( !wrst_n ) begin
			wq2_rptr <= 0;
			wq1_rptr <= 0;
		end else begin
			wq2_rptr <= wq1_rptr;
			wq1_rptr <= rptr;
		end
	end
	reg [ADDRSIZE:0] rq1_wptr = 0;
	always @(posedge rclk or negedge rrst_n) begin
		if( !rrst_n ) begin
			rq2_wptr <= 0;
			rq1_wptr <= 0;
		end else begin
			rq2_wptr <= rq1_wptr;
			rq1_wptr <= wptr;
		end
	end
	rptr_empty #(ADDRSIZE) rptr_empty(
		.rempty(rempty),
		.raddr(raddr),
		.rptr(rptr),
		.rq2_wptr(rq2_wptr),
		.rinc(rinc),
		.rclk(rclk),
		.rrst_n(rrst_n)
	);
	wptr_full #(ADDRSIZE) wptr_full(
		.wfull(wfull),
		.waddr(waddr),
		.wptr(wptr),
		.wq2_rptr(wq2_rptr),
		.winc(winc),
		.wclk(wclk),
		.wrst_n(wrst_n)
	);
endmodule
module dpram #(
	parameter DATASIZE = 8,
	parameter ADDRSIZE = 4
)(
	input  wire wclk,
	input  wire wclken,
	input  wire wfull,
	input  wire [DATASIZE-1:0] wdata,
	input  wire [ADDRSIZE-1:0] waddr,
	input  wire [ADDRSIZE-1:0] raddr,
	output wire [DATASIZE-1:0] rdata
);
	localparam DEPTH = 1<<ADDRSIZE;
	reg [DATASIZE-1:0] storage [0:DEPTH-1];
	assign rdata = storage[raddr];
	always @(posedge wclk)
		if( wclken && !wfull ) storage[waddr] <= wdata;
endmodule
module rptr_empty #(
	parameter ADDRSIZE = 4
)(
	output reg rempty,
	output wire [ADDRSIZE-1:0] raddr,
	output reg  [ADDRSIZE:0] rptr,
	input  wire [ADDRSIZE:0] rq2_wptr,
	input  wire              rinc,
	input  wire              rclk,
	input  wire              rrst_n
);
	initial begin
		rptr = 0;
		rempty = 1;
	end
	reg  [ADDRSIZE:0] rbin = 0;
	wire [ADDRSIZE:0] rgraynext;
	wire [ADDRSIZE:0] rbinnext;
	always @(posedge rclk or negedge rrst_n) begin
		if(!rrst_n) begin
			rbin <= 0;
			rptr <= 0;
		end
		else begin
			rbin <= rbinnext;
			rptr <= rgraynext;
		end
	end
	assign raddr = rbin[ADDRSIZE-1:0];
	assign rbinnext = rbin + (rinc & ~rempty);
	assign rgraynext = (rbinnext >> 1) ^ rbinnext;
	assign rempty_val = (rgraynext == rq2_wptr);
	always @(posedge rclk or negedge rrst_n) begin
		if( !rrst_n ) rempty <= 1'b1;
		else          rempty <= rempty_val;
	end
endmodule
module wptr_full #(
	parameter ADDRSIZE = 4
)(
	output reg                 wfull,
	output wire [ADDRSIZE-1:0] waddr,
	output reg  [ADDRSIZE  :0] wptr,
	input  wire [ADDRSIZE  :0] wq2_rptr,
	input  wire                winc,
	input  wire                wclk,
	input  wire                wrst_n
);
	initial begin
		wfull = 0;
		wptr  = 0;
	end
	reg [ADDRSIZE:0] wbin = 0;
	wire [ADDRSIZE:0] wgraynext;
	wire [ADDRSIZE:0] wbinnext;
	always @(posedge wclk or negedge wrst_n) begin
		if( !wrst_n ) begin
			wbin <= 0;
			wptr <= 0;
		end else begin
			wbin <= wbinnext;
			wptr <= wgraynext;
		end
	end
	assign waddr = wbin[ADDRSIZE-1:0];
	assign wbinnext = wbin + (winc & ~wfull);
	assign wgraynext = (wbinnext>>1) ^ wbinnext;
	assign wfull_val = (
		( wgraynext[ADDRSIZE-0]   != wq2_rptr[ADDRSIZE-0]   ) &&
		( wgraynext[ADDRSIZE-1]   != wq2_rptr[ADDRSIZE-1]   ) &&
		( wgraynext[ADDRSIZE-2:0] == wq2_rptr[ADDRSIZE-2:0] )
	);
	always @(posedge wclk or negedge wrst_n) begin
		if( !wrst_n ) wfull <= 1'b0;
		else          wfull <= wfull_val;
	end
endmodule
==> ./run.sh <==
#!/bin/bash
# OpenROAD 26Q1-2900-gdf79404cd8, Yosys 0.63+post, stock flow scripts
make -C /OpenROAD-flow-scripts/flow DESIGN_CONFIG=/design/flow/config.mk WORK_HOME=/design/flow/orfs finish
==> ./config.mk <==
export PLATFORM = sky130hd
export DESIGN_NAME = fifo
export DESIGN_NICKNAME = fifo
export VERILOG_FILES = /design/flow/design.v
export SDC_FILE = /design/flow/constraint.sdc
export NUM_CORES = 4
export LEC_CHECK = 1
export CORE_UTILIZATION = 30
==> ./constraint.sdc <==
current_design fifo

set clk_period 6.1
set clk_io_pct 0.2

create_clock -name clk0 -period $clk_period [get_ports {rclk}]
create_clock -name clk1 -period $clk_period [get_ports {wclk}]

set non_clock_inputs [all_inputs -no_clocks]
set_input_delay [expr $clk_period * $clk_io_pct] -clock clk0 $non_clock_inputs
set_output_delay [expr $clk_period * $clk_io_pct] -clock clk0 [all_outputs]
==> notes.md <==
impl run done, here's what came out: P_leak 2.611 nW, area of the mapped netlist 0.006337 mm2, Arr. time, crit path 2.74 ns, Slew HR 0.4316, Starting Density 0.3092, # Post-CTS Setup Buffers 0, main flop type edfxtp_1, CP peak stage delay 0.67 ns, Final TNS setup 0 ns, die area 0.02171 mm2, Chip Width 147.3 um, pwr/cell area 502.9 mW/mm2, clock slew seen by the registers of the worst setup and hold paths 0.06 ns, Log Warnings 26, Post-synth EDFFs 128, Slew @ Worst Pin 0.8494 ns, CTS Hold Bufs 0, syn avg cell area 19.93 um2, Cells after Synth 318, drt wl/cell 17.95 um, Area Growth Syn to Fin 20.10%, Critical path buffers and inverters 2, Post-route DRC 0, number of max-cap violations 0, register area share after synthesis 0.7647, yosys stat chip area 0.006337 mm2, synthesis warning total 6, most numerous logic cells after layout edfxtp_1, dfrtp_1, mux4_2, TritonCTS clock tree done, Total GRT Usage 0.1205, CORE AREA 0.02049 mm2, CP top delay family buffers and inverters, Data required, critical path 4.88 ns, ys flops 168, initial antenna violation count 1, asr flop ratio synth 0.2381, Die H 147.3 um, drt total wl 11.58 mm, final setup violation count 0, pin count of the biggest net entering global routing 33, ys cells 318, crit-path cells buf_4, mux4_2, a22oi_1, nand2_1, clkdlybuf4s50_1, I/O pins 24, layout cells sized above 1 0.2213, vias per inst 4.688, crit-path max FO 20, Worst Path Class, Setup reg2out, GR Overflow Total 0, Rows 52, Final Power 0.003828 W, Distinct cells, synth 27, vias after detailed routing 3024, RSZ-0062 raised after global routing no, final hold violation count 0, RePlAce Congestion 0.7586, Max VDD drop 0.2761 mV, Startpoint Class register, Iter 0 DRT Violations 172, dpl hpwl 7.191 mm, number of clock sinks 168, CP endpoint kind output pin, Hold WC Path Type reg2reg, first-pass GRT wire length 18.45 mm, first drt pass iteration count 4, Resized cells post-CTS 0, Antenna Nets Post-Route 0, Inserted Diodes 0, max-slew violations 0, most frequent logic cell in the layout edfxtp_1, number of global-route vias before repair 3536, final clock skew 0.005105 ns, Crit-path slowest cell dfrtp_2, status finished clean, Port Buffers 22
-- synth_stat cells, types with 2 or more instances --
| cell | number | share of area |
|---|---|---|
| a21boi_0 | 2 | 0.0024 |
| nand3_1 | 8 | 0.0063 |
| buf_2 | 7 | 0.0055 |
| mux4_2 | 32 | 0.11 |
| xor2_1 | 15 | 0.021 |
| buf_1 | 2 | 0.0012 |
| nand2_1 | 11 | 0.0065 |
| xnor3_1 | 2 | 0.0071 |
| a22oi_1 | 16 | 0.019 |
| xnor2_1 | 7 | 0.0097 |
| or3_1 | 5 | 0.0049 |
| inv_1 | 4 | 0.0024 |
| ha_1 | 4 | 0.0079 |
| clkbuf_1 | 5 | 0.0030 |
| edfxtp_1 | 128 | 0.61 |
| nor2_1 | 15 | 0.0089 |
| nor2b_1 | 2 | 0.0020 |
| dfrtp_1 | 39 | 0.15 |
| nor3_1 | 4 | 0.0032 |
| nand2b_1 | 3 | 0.0030 |
-- per-layer routing --
layer  GRT usage  part of all wire
met1      0.1489              0.40
met2      0.1828              0.47
met3     0.08146              0.12
met4     0.02010             0.018
met5           0                 0
-- sequential cells by signal, summed over array words and instances (netlist names) --
register,flops
dpram.storage,128
rptr_empty.rbin,4
rptr_empty.rempty,1
rptr_empty.rptr,5
rq1_wptr,5
rq2_wptr,5
wptr_full.wbin,4
wptr_full.wfull,1
wptr_full.wptr,5
wq1_rptr,5
wq2_rptr,5
-- through the flow --
step / utilization / worst slack, ns / cell area, um2 / hold WS (ns) / instances
global placement: 0.3383 / 2.369 / 6933 / 0.3370 / 609
detailed placement: 0.3383 / 2.353 / 6933 / 0.3347 / 609
finish: 0.3714 / 2.137 / 7611 / 0.1908 / 645
CTS: 0.3714 / 2.088 / 7611 / 0.1781 / 645
floorplan: - / 3.227 / 6337 / 0.3312 / 318
global route: 0.3714 / 1.942 / 7611 / 0.1884 / 645
-- power breakdown --
group,switching (W),internal [W],total (W)
sequential,0.000135,0.00147,0.00160
combinational,0.000520,0.000538,0.00106
clock,0.000462,0.000704,0.00117
-- worst register-to-register path, cell delays in order (launching register included) --
cell,delay [ns]
dfrtp_2,0.67
ha_1,0.28
ha_1,0.23
xor2_1,0.31
xor2_1,0.13
or3_1,0.39
a221oi_2,0.28
-- worst paths after layout --
| path | start | to | slack (ns) | depth (start not counted) |
|---|---|---|---|---|
| max in group asynchronous | rrst_n | rptr_empty.rempty | 4.52 | 2 |
| min in group asynchronous | wrst_n | wptr_full.wptr[1] | 1.15 | 2 |
| max | rptr_empty.rbin[0] | rdata[3] | 2.14 | 5 |
| min reg2reg | rptr_empty.rptr[0] | wq1_rptr[0] | 0.19 | 0 |
| max reg2reg | rptr_empty.rbin[0] | rptr_empty.rempty | 3.71 | 6 |
| min | rptr_empty.rptr[0] | wq1_rptr[0] | 0.19 | 0 |
| max in group clk1 | winc | wptr_full.wfull | 2.94 | 9 |
| min in group clk0 | rq1_wptr[3] | rq2_wptr[3] | 0.35 | 0 |
-- cell families (layout without fill, tap and decap cells) --
| group | Yosys count | in the layout | synth area share |
|---|---|---|---|
| and+or+nand+nor | 51 | 51 | 0.03791 |
| AOI/OAI and AO/OA | 20 | 20 | 0.02507 |
| adders and majority gates | 4 | 4 | 0.007898 |
| muxes | 32 | 32 | 0.1137 |
| buffers and inverters | 19 | 76 | 0.01323 |
| DFF | 168 | 168 | 0.7647 |
| xor gates and xnor gates | 24 | 24 | 0.03751 |
-- layout make-up --
| type | instances | area (um2) |
|---|---|---|
| multi-input cells | 131 | 1408 |
| clock buffers | 22 | 508.0 |
| well taps | 270 | 337.8 |
| inverters | 4 | 15.01 |
| flip-flops and latches | 168 | 4847 |
| repair buffers | 36 | 325.3 |
| fillers | 1848 | 12880 |
| clock inverters | 14 | 170.2 |
Power and IR drop assume default switching activity.
